==> /design/flow/design.v <==
`timescale 1ns / 1ps
module debounce(clock,noisyclk,cleanclk);
        parameter delay=500000;
  input clock,noisyclk;
  output cleanclk;
  reg  [19:0] count;
  reg new,cleanclk;
  always @(posedge clock)
          if (noisyclk!= new)
        begin
        new <= noisyclk;
        count <=0;
        end
        else if (count==delay)
        cleanclk <=        new;
        else
        count<= count+1;
endmodule
==> /design/flow/run.sh <==
#!/bin/bash
# OpenROAD 26Q1-2900-gdf79404cd8, Yosys 0.63+post, stock flow scripts
make -C /OpenROAD-flow-scripts/flow DESIGN_CONFIG=/design/flow/config.mk WORK_HOME=/design/flow/orfs finish
==> /design/flow/config.mk <==
export PLATFORM = sky130hd
export DESIGN_NAME = debounce
export DESIGN_NICKNAME = debounce
export VERILOG_FILES = /design/flow/design.v
export SDC_FILE = /design/flow/constraint.sdc
export NUM_CORES = 4
export LEC_CHECK = 1
export CORE_AREA = 10 10 89 89
export DIE_AREA = 0 0 99 99
==> /design/flow/constraint.sdc <==
current_design debounce

set clk_period 2.8
set clk_io_pct 0.2

create_clock -name clk0 -period $clk_period [get_ports {clock}]

set non_clock_inputs [all_inputs -no_clocks]
set_input_delay [expr $clk_period * $clk_io_pct] -clock clk0 $non_clock_inputs
set_output_delay [expr $clk_period * $clk_io_pct] -clock clk0 [all_outputs]
==> results.ini <==
[clocking]
ctsHoldBuffers=0
post-cts-setup-buffers=0
clock_sinks=22
cts_resized=0
cts_tree=built
ctsLongestPathBuffers=2
root_buffer=clkbuf_8
cts_buffers=3
clk_pin_slew_ps=80
clk_latency_ps=260
htree_levels=1

[run_status]
status=finished clean

[sta]
period_needed_ps=2400
relSlewSlack_pct=54.2
fin_skew_ps=7.65
final-hold-violation-count=0
worst-slew-pin-transition_ps=682
rsz0062_at_grt=no
timing.fmax_ghz=0.417
drv_slew=0
fin_tns_setup_ps=0
setup_viol=0
fin_crit_sh_pct=85.7

[synth]
xor_share_pct=10.7
async_flop_share_pct=0
syn_inst=116
syn_area_per_cell_um2=9.18
yosys.area_share.simple_pct=33.7
top_area_cell=dfxtp_1
synth_seq_share_pct=43.2
yosys.cell_types.count=38
yosysWarnings=1
synth.most_common_cell=dfxtp_1
synth.logic.top_family=simple AND/OR/NAND/NOR gates
fa_ha_area_share_pct=2.35
synthTopCellsByCount=dfxtp_1, nor2_1, nand2_1, nand4_1, xor2_1
flop_cell=dfxtp_1
synth_flops=22
yosys_area_um2=1060
compound_area_share_pct=6.82
top_cell_area_share_pct=37.6
edf_count=2
synth_area_um2=1060
synth.area.mux_share_pct=0.940
top_cells_by_area=dfxtp_1, xor2_1, edfxtp_1, nand4_1, nor2_1
yosys-stat-cells=116

[setup_path]
crit_required_ps=3010
worstSetupPathType=primary input to flip-flop
cp-start-kind=primary input
crit_fanout=18
arrival_ps=2610
end_kind=flip-flop

[global_route]
grt_max_degree=19
grt_pass1_wl_um=3350
overflow=0
grt_pass1_vias=752
track_usage_pct=3.90
antenna_found_initial=0

[drt]
antenna_cells=0
drt_first_pass_iters=4
ant_nets=0
drt-vias-per-instance=4.26
vias=826
drtIter0Drc=77
wl_um=1960
wl_per_cell_um=10.1
drc=0

[floorplan]
fp.dieW_um=99
core_region_area_um2=5990
row_count=28
die-height_um=99
ios=3
initCoreUtil_pct=17.8
die-area_um2=9800

[flow_run]
maxCapViolations=0
openroad.warnings=26

[placed_design]
dpl_cell_area_um2=1170
place_congestion=0.806
placed_cells=190
dpl.hpwl_um=1370
numPortBuffers=2

[power]
p_leak_nw=0.404
p_per_area_nw_per_um2=569
ir_drop_uv=370

[cells_and_area]
layout.cells.non_filler=194
final_util_pct=20.7
regArea_um2=460
fillers=639
final_area_um2=1240
drive_above_1_share_pct=10.1
syn_to_final_growth_pct=16.2
comb_area_um2=581

[hold_path]
hold_path.class=flip-flop to flip-flop

## registers in the layout (all words and copies together), names as in the netlist
name	cells
count	20
cleanclk	1
new	1
## layout by cell type (no fill, tap or decap), types with 2 or more instances in the layout
master,count
nand3_1,7
a21oi_1,3
inv_1,2
nor2_1,13
ha_1,2
nand2_1,9
and4_1,2
nor4_1,3
nand4_1,9
or3_1,2
edfxtp_1,2
o31ai_1,2
xnor2_1,4
or4_1,2
dfxtp_1,20
o21ai_0,3
clkbuf_8,3
clkdlybuf4s50_1,2
xor2_1,9
## cell families after synthesis
kind of cell,Yosys count
AND-OR/OR-AND,11
XOR/XNOR,13
adder cells (fa/ha/maj),2
buffers and inverters,6
flip-flops,22
multiplexers,1
AND/OR/NAND/NOR,61
## power by group
group / total, mW / internal [mW] / switching (mW)
Combinational: 0.0596 / 0.0204 / 0.0392
Sequential: 0.352 / 0.330 / 0.0216
Clock: 0.293 / 0.191 / 0.102
## worst max-delay path: stages
cell             delay [ps]
clkdlybuf4s50_1         430
xnor2_1                 560
clkinv_1                660
nor2_1                  240
a31o_2                  170
## path summary, 6_finish.rpt
kind | from | end | slack (ps) | cells past startpoint
min | new$_DFFE_PP_ | cleanclk$_DFFE_PP_ | 480 | 0
min reg2reg | new$_DFFE_PP_ | cleanclk$_DFFE_PP_ | 480 | 0
max | noisyclk | count[16]$_SDFFE_PP0P_ | 400 | 5
max reg2reg | new$_DFFE_PP_ | count[16]$_SDFFE_PP0P_ | 700 | 4
## metrics by stage
step	hold slack (ps)	power, mW	setup slack (ps)
after floorplan	446	0.398	935
after global placement	465	0.418	146
after detailed placement	463	0.418	116
after CTS	484	0.713	371
after global routing	496	0.734	171
final	483	0.705	401
## layout make-up
class | count | area share [%]
Clock buffer | 3 | 3.34
Sequential cell | 22 | 37.2
Timing Repair Buffer | 2 | 1.62
Multi-Input combinational cell | 88 | 46.9
Tap cell | 75 | 7.58
Inverter | 3 | 0.910
Clock inverter | 1 | 2.43
## layer usage
metal	vias up	GRT usage, %	wire length [um]
met1	390	5.52	1020
li1	428	-	-
met4	0	0.551	26
met2	6	5.66	840
met3	2	1.41	63
met5	-	0	0
Power is estimated from default activity; no workload was simulated.
